===== /design/flow/config.mk =====
export PLATFORM = sky130hd
export DESIGN_NAME = EM_pipeline_register
export DESIGN_NICKNAME = EM_pipeline_register
export VERILOG_FILES = /design/flow/design.v
export SDC_FILE = /design/flow/constraint.sdc
export NUM_CORES = 4
export LEC_CHECK = 1
export CORE_UTILIZATION = 30

===== /design/flow/constraint.sdc =====
current_design EM_pipeline_register

set clk_period 1.0
set clk_io_pct 0.2

create_clock -name clk0 -period $clk_period [get_ports {clk}]

set non_clock_inputs [all_inputs -no_clocks]
set_input_delay [expr $clk_period * $clk_io_pct] -clock clk0 $non_clock_inputs
set_output_delay [expr $clk_period * $clk_io_pct] -clock clk0 [all_outputs]

===== /design/flow/design.v =====
module EM_pipeline_register #(parameter NUMBER_CONTROL_SIGNALS = 16) (control_sinals_IN, control_sinals_OUT,
                             result_IN, result_OUT,
                             address_IN, address_OUT,
                             reg_dst_num_IN, reg_dst_num_OUT,
                             reg_dst_value_IN, reg_dst_value_OUT,
                             sp_Reg_IN, sp_Reg_OUT,
                             CCR_Reg_IN,CCR_Reg_OUT,
                             clk, reset);
input [20:0] control_sinals_IN;
output [20:0] control_sinals_OUT;
reg [20:0] control_sinals_REG;
input [15:0] result_IN;
output [15:0] result_OUT;
reg [15:0] result_REG;
input [15:0] address_IN;
output [15:0] address_OUT;
reg [15:0] address_REG;
input [3:0] reg_dst_num_IN;
output [3:0] reg_dst_num_OUT;
reg [3:0] reg_dst_num_REG;
input [15:0] reg_dst_value_IN;
output [15:0] reg_dst_value_OUT;
reg [15:0] reg_dst_value_REG;
input [31:0] sp_Reg_IN;
output [31:0] sp_Reg_OUT;
reg [31:0] sp_Reg_REG;
input [4:0] CCR_Reg_IN;
output [4:0] CCR_Reg_OUT;
reg [4:0] CCR_Reg_REG;
input clk;
input reset;
assign control_sinals_OUT = control_sinals_REG;
assign result_OUT = result_REG;
assign address_OUT = address_REG;
assign reg_dst_num_OUT = reg_dst_num_REG;
assign reg_dst_value_OUT = reg_dst_value_REG;
assign sp_Reg_OUT = sp_Reg_REG;
always @(posedge clk)
    begin
        if (!reset)
            begin
                control_sinals_REG = 0;
                result_REG = 0;
                address_REG = 0;
                reg_dst_num_REG = 0;
                reg_dst_value_REG = 0;
                sp_Reg_REG = 0;
            end
        else
            begin
                control_sinals_REG = control_sinals_IN;
                result_REG = result_IN;
                address_REG = address_IN;
                reg_dst_num_REG = reg_dst_num_IN;
                reg_dst_value_REG = reg_dst_value_IN;
                sp_Reg_REG = sp_Reg_IN;
            end
    end
endmodule

===== /design/flow/run.sh =====
#!/bin/bash
# OpenROAD 26Q1-2900-gdf79404cd8, Yosys 0.63+post, stock flow scripts
make -C /OpenROAD-flow-scripts/flow DESIGN_CONFIG=/design/flow/config.mk WORK_HOME=/design/flow/orfs finish

==> reports/qor.yml <==
critical_path:
  worstSetupPathType: "flop to primary output"
  required_ns: 0.80
  cp_max_fo: 1
  critPathCaptureType: "primary output"
  crit_family: "flip-flops"
  crit_path_cell_trace: "buf_2"
  worstSetupStartpointType: "flop"
  slowest_delay_ns: 0.32
  slowest_stage: "dfxtp_2"
  crit_buf_inv: 1
  critical_path_arrival_ns: 0.77
  crit_end: "reg_dst_num_OUT[0]"
  worstSetupStartpoint: "reg_dst_num_REG[0]$_SDFF_PN0_"
  critical_path_depth: 1
synth:
  ys_sh_aoi_pct: 0
  top_area_cell: "dfxtp_1"
  synth.logic.top_family: "simple AND/OR/NAND/NOR gates"
  yosys_warnings: 6
  synthTopCellsByArea: "dfxtp_1 73%, and2_1 23%, buf_6 2.3%"
  synth_cells: 227
  yosysSeqAreaShare_pct: 72.7
  mux_share_pct: 0
  adder_share_pct: 0
  synthSimpleGateAreaFrac_pct: 22.7
  synth.distinct_cells: 6
  yosys_area_um2: 2890
  top_area_share_pct: 72.7
  synth_flops: 105
  xor_area_share_pct: 0
  yosys_cells: 227
  synth_area_per_cell_um2: 12.7
  synth_area_um2: 2890
clocking:
  tritoncts: "done"
  hold_buffers: 0
  cts_inserted_buffers: 9
  cts_max_path_buffers: 2
  htreeDepth: 3
  clockRootBuffer: "clkbuf_8"
  clk_pin_slew_ns: 0.09
  cts_num_sinks: 105
timing:
  finalCritPeriodShare_pct: 97.1
  timing.fmax_mhz: 1030
  slew_viol_final: 0
  hold_ws_ns: 0.324
  min_period_ns: 0.971
  rsz0062_at_grt: "true"
  setup_violations: 0
  hold_viol_final: 0
layout:
  fin_util_pct: 51.2
  lay_top_count: "buf_2"
  seqCellArea_um2: 2110
  drive_gt1_share_pct: 29.4
  fill_cells: 872
  area_growth_pct: 64.4
  logic_area_um2: 676
  final_cell_mix: "106 x buf_2, 105 x and2_1, 105 x clkdlybuf4s50_1"
power:
  power_leakage_uw: 0.00220
  peakVddDrop_mv: 0.980
  powerDensity_nw_per_um2: 1610
  power_uw: 7680
route:
  drc: 0
  drt_iter0_markers: 13
  ant_nets: 0
  drt_wl_total_mm: 6.75
  firstDrtPassIters: 3
  num_vias: 2156
  n_antenna_cell: 0
  drt-vias-per-instance: 3.78
  wl_per_cell_um: 11.8
global_routing:
  grt_pass1_vias: 1967
  grt_overflow: 0
  grt_pass1_wl_mm: 10.2
  grt_max_degree: 63
  grt_usage_pct: 13.4
  antenna_found_initial: 0
die:
  ios: 222
  die_w_um: 100
  core_um2: 9280
  chipArea_um2: 10000
  fp-utilization_pct: 31.2
  rows: 35
  chipHeight_um: 100
job:
  max-cap-violations: 0
  warning_count: 32
status:
  status: "finished clean"
placement:
  place_congestion: 0.753
  io_buffer_count: 211
  dp_hpwl_mm: 5.02
min_path:
  hold_class: "input pin to flop"
[sequential cells by signal, indices dropped and copies added (netlist names)]
name,flops
sp_Reg_REG,32
control_sinals_REG,21
address_REG,16
reg_dst_value_REG,16
result_REG,16
reg_dst_num_REG,4
[power breakdown]
| group | internal, µW | total (µW) | leakage [µW] | switching (µW) |
|---|---|---|---|---|
| clock network | 1150 | 2450 | 0.0000888 | 1310 |
| registers | 4400 | 4450 | 0.000878 | 41.8 |
| logic | 607 | 777 | 0.00123 | 169 |
[how the worst min path moves through the flow]
| stage | start | endpoint | depth (start not counted) | slack (ns) |
|---|---|---|---|---|
| after global routing | reset | reg_dst_value_REG[7]$_SDFF_PN0_ | 3 | 0.31 |
| after CTS | reset | reg_dst_value_REG[7]$_SDFF_PN0_ | 3 | 0.31 |
| final | reset | result_REG[11]$_SDFF_PN0_ | 3 | 0.32 |
[layout make-up]
type                    count  area share [%]
clock buffers              10            2.68
clock inverters             4            1.16
multi-input cells         110            14.2
flip-flops and latches    105            44.4
well taps                 129            3.39
repair buffers            213            34.1
[layer usage]
metal  part of all wire, %  vias up  wire (µm)  track usage (%)
met1                    39      931       2610             17.1
met5                     0        -          0                0
met2                    46      134       3130             21.7
met3                    14        5        950             6.73
li1                      -     1086          -                -
met4                  0.84        0         57             1.00
[logic make-up (layout without fill, tap and decap cells)]
group / count (synthesis) / after routing
buffers and inverters: 16 / 227
flip-flops: 105 / 105
other: 1 / 5
AND/OR/NAND/NOR: 105 / 105
[Yosys cell counts]
library cell and instances:
and2_1 105, buf_4 5, dfxtp_1 105, conb_1 1
buf_6 6, buf_2 5
[timing repair]
item | CTS | global route
resized | 326 | 4
setup endpoints to repair | 105 | 67
endpoints found under the hold margin | 0 | 0
cloned | 0 | 0
setup buffers | 0 | 0
[stage by stage]
step           worst slack, ns  std cells  cell area [µm²]  TNS [ns]
2_1_floorplan            0.334        231             2910         0
3_3_place_gp            0.0153        557             5090         0
3_5_place_dp            0.0215        557             5090         0
4_1_cts               -0.00646        571             4750  -0.00646
5_1_grt                -0.0362        571             4750    -0.783
6_report                0.0288        571             4750         0
No activity file was given, so power comes from the tool's default toggle rates.
