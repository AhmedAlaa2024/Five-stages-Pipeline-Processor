## flow/constraint.sdc

```tcl
current_design regFile

set clk_period 6.2
set clk_io_pct 0.2

create_clock -name clk0 -period $clk_period [get_ports {clk}]

set non_clock_inputs [all_inputs -no_clocks]
set_input_delay [expr $clk_period * $clk_io_pct] -clock clk0 $non_clock_inputs
set_output_delay [expr $clk_period * $clk_io_pct] -clock clk0 [all_outputs]
```

## flow/config.mk

```make
export PLATFORM = sky130hd
export DESIGN_NAME = regFile
export DESIGN_NICKNAME = regFile
export VERILOG_FILES = /design/flow/design.v
export SDC_FILE = /design/flow/constraint.sdc
export NUM_CORES = 4
export LEC_CHECK = 1
export CORE_UTILIZATION = 30
```

## flow/run.sh

```bash
#!/bin/bash
# OpenROAD 26Q1-2900-gdf79404cd8, Yosys 0.63+post, stock flow scripts
make -C /OpenROAD-flow-scripts/flow DESIGN_CONFIG=/design/flow/config.mk WORK_HOME=/design/flow/orfs finish
```

## flow/design.v

```verilog
module regFile #(parameter REG_SIZE=16,parameter REG_NUMBER=8) (write_enable, read_data1,read_data2,write_data, clk,rst,read_addr1,read_addr2,write_addr);
input write_enable,clk,rst;
input [3:0] read_addr1,read_addr2,write_addr;
input [REG_SIZE-1:0] write_data;
output   [REG_SIZE-1:0] read_data1,read_data2;
reg [REG_SIZE-1:0] general_regester[0:REG_NUMBER-1];
assign read_data1 = general_regester[read_addr1];
assign read_data2 = general_regester[read_addr2];
integer i;
always @ (posedge clk)begin
	if (rst == 0) begin
		for(i=0;i<REG_NUMBER;i=i+1)
			general_regester[i]=0;
	end 
	else if(write_enable == 0 )begin 
		general_regester[write_addr]<= write_data;
	end
end
endmodule
```

==> git commit body <==
Store results of the implementation flow

- Dividing the final minimum period by the clock period gives 0.758.
- Counting the warning lines in the Yosys log gives 1.
- Synth async-reset ratio: 0
* Largest driver fanout on the critical path: 21
* Max FFs per register: 128
- Antenna-violating nets left: 0
* DRC violations left: 0
- Hold buffer count at cts: 0
- Antenna violations before repair: 0
- Headroom to the max-slew limit: 0.378
* Routed len/inst: 21.0 um
* Slowest library cell on the worst path: sky130_fd_sc_hd__mux4_1
- At the floorplan stage, the core utilization is reported as 0.308.
* Min Tclk post-route: 4.70 ns
- CTS root buffer: sky130_fd_sc_hd__clkbuf_16
- # fillers: 2,090
* Max IR drop VDD: 0.000149 V
* Final wirelength: 17,000 um
* Commonest flop: sky130_fd_sc_hd__edfxtp_1
- Number of hold violations in the final report: 0
- Number of cells in Yosys stat: 431
- The floorplan step defined a die boundary enclosing 24,000 um^2.
* Worst-Margin Slew: 0.927 ns
* Number of sinks driven by the clock tree: 128
* Largest buffer count on any clock path: 2
* Critical path's largest stage delay: 0.61 ns
* Share of layout cells above drive strength 1: 0.219
- Reg with most FFs: general_regester
- The buffer_ports step reported a buffer count of 59.
* Core utilization of the finished layout: 0.368
* Syn Std Cell Area: 7010 um^2
* Cell-by-cell trace of the critical path: buf_2, buf_4, mux4_1, mux2_2, clkdlybuf4s50_1
* Required time of the critical path: 4.96 ns
* Largest registers: general_regester x128
- Tool Warnings: 28
- Width of the chip: 155 um
- The finished cells cover 8380 um^2.
- Destination of the worst hold path: general_regester[4][1]$_SDFFCE_PN0P_
- Count of library flops with an enable pin: 128
* Total of flip-flops plus latches after synthesis: 128
- First-pass GRT wire length: 25,800 um
- Growth of design area from synthesis to finish: 19.5%
* Maximum number of pins on one net before global-route repair: 69
* CP Buf/Inv Count: 3
- The finished layout holds 806 standard cells, fillers aside.
* Clock buffer count from CTS: 17
* Total negative setup slack: 0 ns
* I/O pins: 63
* Starting DRT DRC Count: 191
- Total track usage: 0.154
* Run status: finished, final reports clean
- The power report attributes to the combinational group a share of 0.139.
- Per the placement report, the placed cell count is 776.
- Final GP Congestion: 0.735
- Std-Cell Core Area: 22,800 um^2
- Endpoint class of the critical path: output pin
* Max Fclk: 213 MHz
- Gate Count Post-Synth: 431
* Routed vias/inst: 5.18
- Clock network power share: 0.391
* Switching share of power: 0.219
- Count of final setup violators: 0
- Worst hold path cell count: 3
* Diode insertion count for antenna repair: 0
* Kind of launch point of the worst setup path: input pin
* Ratio of total power to cell area: 261 nW/um^2
* Number of max-cap violations: 0
- Once the clock tree was built, the resizer swapped 0 gates to a different size.
* Start-to-end type of the worst setup path: input pin to output pin
* Row count: 55
* GRT overflow: 0
* Start point of the worst hold path: write_data[1]
- Setup Buffers After CTS: 0
- Clock-pin slew on the worst setup and hold paths: 0.05 ns
* Internal power: 1710 uW
- Initial DRT Pass Iterations: 4
* Half-perimeter wire length after placement: 9950 um
- Per STA, the worst path accumulates the most delay in the family buffers and inverters.
- Leakage power: 0.00269 uW
- CP arrival: 3.46 ns
- Setup repair after global routing left no endpoint under its margin.
- The die is 155 um tall.
- For this run, the register share of the synthesized area comes to 0.548.
- Share of total power in sequential cells: 0.471
- CTS H-Tree Depth: 4
* Unique cell types: 18
* Average cell area after synthesis: 16.3 um^2
- Yosys synthesis chip area: 7010 um^2
- Switching pwr: 479 uW
- Final max-slew violation count: 0
- TritonCTS built the clock tree.
- Number of global-route vias before repair: 4,616
* Area after detailed placement: 7870 um^2
- Type of the most critical hold path: input pin to flip-flop
- Routed vias: 4,174
-- layout by cell type, fill, tap and decap left out --
cell and instances:
sky130_fd_sc_hd__nand2_1 1, sky130_fd_sc_hd__nand2b_1 2, sky130_fd_sc_hd__clkdlybuf4s50_1 57, sky130_fd_sc_hd__edfxtp_1 128, sky130_fd_sc_hd__nor3_1 108, sky130_fd_sc_hd__o21ai_1 8, sky130_fd_sc_hd__clkbuf_16 17, sky130_fd_sc_hd__buf_2 2
sky130_fd_sc_hd__buf_4 22, sky130_fd_sc_hd__bufinv_16 1, sky130_fd_sc_hd__clkinvlp_4 1, sky130_fd_sc_hd__mux2_2 32, sky130_fd_sc_hd__or3b_2 1, sky130_fd_sc_hd__clkinv_2 3, sky130_fd_sc_hd__nor3_2 20, sky130_fd_sc_hd__mux4_2 8
sky130_fd_sc_hd__or2_2 1, sky130_fd_sc_hd__mux4_1 56, sky130_fd_sc_hd__clkbuf_1 2, sky130_fd_sc_hd__clkinv_1 22, sky130_fd_sc_hd__nand3b_1 1
-- worst max-delay path by stage --
stage | cells after the start | end | slack, ns | startpoint
6_report | 5 | read_data1[7] | 1.50 | read_addr1[0]
5_1_grt | 5 | read_data2[9] | 1.39 | read_addr2[0]
4_1_cts | 5 | read_data1[7] | 1.46 | read_addr1[0]
-- power by group through the flow --
stage	combinational [uW]	clock (uW)	sequential, uW
finish	303	855	1030
global route	326	901	1040
CTS	309	867	1030
-- cell usage after synthesis (2+ instances only) --
library cell | number | share of area
sky130_fd_sc_hd__edfxtp_1 | 128 | 0.55
sky130_fd_sc_hd__nor3_1 | 108 | 0.077
sky130_fd_sc_hd__mux4_1 | 56 | 0.21
sky130_fd_sc_hd__mux2_2 | 32 | 0.051
sky130_fd_sc_hd__clkbuf_1 | 25 | 0.013
sky130_fd_sc_hd__nor3_2 | 20 | 0.029
sky130_fd_sc_hd__clkinv_1 | 16 | 0.0086
sky130_fd_sc_hd__buf_6 | 11 | 0.018
sky130_fd_sc_hd__mux4_2 | 8 | 0.026
sky130_fd_sc_hd__o21ai_0 | 8 | 0.0057
sky130_fd_sc_hd__buf_1 | 6 | 0.0032
sky130_fd_sc_hd__buf_2 | 6 | 0.0043
sky130_fd_sc_hd__nand2b_1 | 2 | 0.0018
-- cell families (layout without fill, tap and decap cells) --
logic type	after synthesis	after routing	share of synthesized area
AND-OR/OR-AND	8	8	0.00571
flip-flops	128	128	0.548
buffers and inverters	65	127	0.0482
multiplexers	96	96	0.287
AND/OR/NAND/NOR	134	134	0.111
-- layer usage --
| metal | wire, um | global-route usage | vias up |
|---|---|---|---|
| met5 | 0 | 0.00828 | - |
| met2 | 8630 | 0.255 | 225 |
| li1 | - | - | 1899 |
| met4 | 355 | 0.0306 | 0 |
| met3 | 2020 | 0.0916 | 30 |
| met1 | 5960 | 0.174 | 2020 |
-- stage by stage --
| step | worst slack [ns] | hold slack (ns) | total power [uW] |
|---|---|---|---|
| final | 1.50 | 1.63 | 2190 |
| after global placement | 1.45 | 2.04 | 1350 |
| after CTS | 1.46 | 1.62 | 2210 |
| after detailed placement | 1.47 | 2.04 | 1350 |
| after floorplan | 2.63 | 1.57 | 1210 |
| after global routing | 1.39 | 1.64 | 2260 |
-- final cells by class --
cell class                 instances  area [um^2]  share of cell area
multi-input combinational        238         2830               0.338
sequential                       128         3840               0.459
tap                              313          392              0.0467
clock buffer                      19          433              0.0517
clock inverter                    11         75.1             0.00896
timing repair buffer              81          746              0.0890
inverter                          16         60.1             0.00717
Power and IR drop assume default switching activity.
