<file path="flow/design.v">
module DE_pipeline_register #(parameter NUMBER_CONTROL_SIGNALS = 16) (control_sinals_IN, control_sinals_OUT, 
                             reg_dst_num_IN, reg_dst_num_OUT,
                             reg_dst_value_IN, reg_dst_value_OUT,
                             reg_src_1_num_IN, reg_src_1_num_OUT,
                             reg_src_1_value_IN, reg_src_1_value_OUT,
                             reg_src_2_num_IN, reg_src_2_num_OUT,
                             reg_src_2_value_IN, reg_src_2_value_OUT,
                             address_IN, address_OUT,
                             SP_value_IN, SP_value_OUT,
                             immediate_IN,immediate_OUT,
                             clk, reset,en);
input [20:0] control_sinals_IN;
output [20:0] control_sinals_OUT;
reg [20:0] control_sinals_REG;
input [3:0] reg_dst_num_IN;
output [3:0] reg_dst_num_OUT;
reg [3:0] reg_dst_num_REG;
input [15:0] reg_dst_value_IN;
output [15:0] reg_dst_value_OUT;
reg [15:0] reg_dst_value_REG;
input [2:0] reg_src_1_num_IN;
output [2:0] reg_src_1_num_OUT;
reg [2:0] reg_src_1_num_REG;
input [15:0] reg_src_1_value_IN;
output [15:0] reg_src_1_value_OUT;
reg [15:0] reg_src_1_value_REG;
input [3:0] reg_src_2_num_IN;
output [3:0] reg_src_2_num_OUT;
reg [3:0] reg_src_2_num_REG;
input [15:0] reg_src_2_value_IN;
output [15:0] reg_src_2_value_OUT;
reg [15:0] reg_src_2_value_REG;
input [15:0] address_IN;
output [15:0] address_OUT;
reg [15:0] address_REG;
input [31:0] SP_value_IN;
output [31:0] SP_value_OUT;
reg [31:0] SP_value_REG;
input [15:0] immediate_IN;
output [15:0] immediate_OUT;
reg [15:0] immediate_REG;
input clk;
input reset;
input en;
assign control_sinals_OUT = (en)? control_sinals_REG:0;
assign reg_dst_num_OUT = (en)? reg_dst_num_REG:0;
assign reg_dst_value_OUT = (en)? reg_dst_value_REG:0;
assign reg_src_1_num_OUT = (en)? reg_src_1_num_REG:0;
assign reg_src_1_value_OUT =(en)?  reg_src_1_value_REG:0;
assign reg_src_2_num_OUT = (en)? reg_src_2_num_REG:0;
assign reg_src_2_value_OUT = (en)? reg_src_2_value_REG:0;
assign address_OUT = (en)? address_REG:0;
assign SP_value_OUT = (en)? SP_value_REG:0;
assign immediate_OUT = (en)? immediate_REG:0;
always @(posedge clk)
    begin
        if (!reset)
            begin
                control_sinals_REG = 0;
                reg_dst_num_REG = 15;
                reg_dst_value_REG = 0;
                reg_src_1_num_REG = 0;
                reg_src_1_value_REG = 0;
                reg_src_2_num_REG = 15;
                reg_src_2_value_REG = 0;
                address_REG = 0;
                SP_value_REG = 0;
                immediate_REG =0;
            end
        else
            begin
                if(en) begin
                    control_sinals_REG = control_sinals_IN;
                    reg_dst_num_REG = reg_dst_num_IN;
                    reg_dst_value_REG = reg_dst_value_IN;
                    reg_src_1_num_REG = reg_src_1_num_IN;
                    reg_src_1_value_REG = reg_src_1_value_IN;
                    reg_src_2_num_REG = reg_src_2_num_IN;
                    reg_src_2_value_REG = reg_src_2_value_IN;
                    address_REG = address_IN;
                    SP_value_REG = SP_value_IN;
                    immediate_REG = immediate_IN;
                end
            end
    end
endmodule
</file>
<file path="flow/run.sh">
#!/bin/bash
# OpenROAD 26Q1-2900-gdf79404cd8, Yosys 0.63+post, stock flow scripts
make -C /OpenROAD-flow-scripts/flow DESIGN_CONFIG=/design/flow/config.mk WORK_HOME=/design/flow/orfs finish
</file>
<file path="flow/config.mk">
export PLATFORM = sky130hd
export DESIGN_NAME = DE_pipeline_register
export DESIGN_NICKNAME = DE_pipeline_register
export VERILOG_FILES = /design/flow/design.v
export SDC_FILE = /design/flow/constraint.sdc
export NUM_CORES = 4
export LEC_CHECK = 1
export CORE_UTILIZATION = 40
</file>
<file path="flow/constraint.sdc">
current_design DE_pipeline_register

set clk_period 1.0
set clk_io_pct 0.2

create_clock -name clk0 -period $clk_period [get_ports {clk}]

set non_clock_inputs [all_inputs -no_clocks]
set_input_delay [expr $clk_period * $clk_io_pct] -clock clk0 $non_clock_inputs
set_output_delay [expr $clk_period * $clk_io_pct] -clock clk0 [all_outputs]
</file>
==> Changelog: implementation <==
## Flow update

- Status: finished with violations
- Failing checks: setup timing
- Final Critical Period: 1200 ps
- Clock skew: 0 ps
- CTS sink cnt: roughly 140
- Die area: roughly 17000 µm²
- Clock buffer depth: 2
- Chip height: 129 µm
- Gr ovfl total: 0
- CP arrival: 1000 ps
- Yosys stat cell total: between 600 and 700
- Syn avg cell area: 10.3 µm²
- Final worst setup slack: -201 ps
- OpenROAD warnings: 28
- Vias post-DR: 5108
- RSZ-0062 raised after global routing: yes
- Slowest CP cell: dfxtp_2
- Type of the worst setup path: reg -> out
- Gpl congestion: 0.828
- Fin util: 0.667
- Final hold vios: 0
- Top cells excl fill/tap: dfxtp_2 (144), mux2i_1 (144), clkdlybuf4s50_1 (144)
- Register area share after synthesis: 0.448
- Die width: 129 µm
- Yosys stat area: 6430 µm²
- Number of buffers created by CTS: 17
- Detail Placement HPWL: 12100 µm
- PwrDens: 1480 nW/µm²
- IO Port Bufs: just under 300
- Worst path required time: roughly 800 ps
- Critical path fanouts, max: 2
- Final setup violation count: 144
- Worst slew pin tran: 256 ps
- Mapped Area: 6430 µm²
- Min-delay worst type: in -> reg
- Largest net degree at the start of global routing: between 70 and 80
- Worst-Skew Late Latency: between 400 and 500 ps
- Std cell rows: 45
- Yosys cell types: 11
- Crit-path max cell delay: 340 ps
- Final slew viol count: 0
- Warnings, synthesis: 1
- Initial core utilization: 0.417
- DRC violations left: 0
- Root Driver: clkbuf_16
- CP Cell Sequence: and2_4 -> buf_2
- Pleak: 4.86 nW
- Worst reg2reg path depth: 4
- 1st-iter DRT viols: between 100 and 150
- N_diodes: 0
- Area grow syn2layout: 59.9%
- Drt first pass iters: 4
- Fillers: 1193
- CP Launch Type: flip-flop
- CORE AREA: between 15000 and 20000 µm²
- Peak Freq: 833 MHz
- WL/cell: 14.5 µm
- DR vias/cell: about 4.4
- H-tree Lvls: 4
- Global Route Usage Sum: 0.204
- Number of global-route vias before repair: 4955
- Slew Limit Headroom: 0.829
- I/O Pins: 291
- CTS tree: done
- Period utilisation layout: 1.20
- Register bit total from synthesis: between 100 and 150
- Layout cell share with drive strength beyond 1: 0.504
- Crit. End Element: primary output
- Initial antenna violation count: 0
- Max-cap violations: 0
- Hold-critical path depth: 3
- Mapped Cells: 624
- Final ANT Viol Nets: 0
- First-pass GRT wire length: 25500 µm
- Worst vdd ir: 1070 µV
- Total Wirelength: 16800 µm
- Place WS: -449 ps
- Worst-path clk slew: around 60 ps
## layer usage
layer	vias up	track usage	routed length, µm
met5	-	0	0
met4	0	0.0381	401
met3	25	0.0686	1440
met2	184	0.321	7720
met1	2271	0.281	7260
li1	2628	-	-
## worst max-delay path: cells and delay by family (launching register included)
kind	cells	cell delay [ps]
and+or+nand+nor	1	150
DFF	1	340
buffers and inverters	1	100
## logic make-up (layout without fill, tap and decap cells)
| group | count (synthesis) | count (layout) | synth area share |
|---|---|---|---|
| DFF | 144 | 144 | 0.448 |
| and+or+nand+nor | 288 | 288 | 0.277 |
| buffers and inverters | 48 | 374 | 0.0508 |
| muxes | 144 | 144 | 0.224 |
## final timing paths
check | start | to | slack, ps
worst max-delay path | reg_src_1_value_REG[12] | reg_src_1_value_OUT[12] | -200
worst min-delay path | reset | reg_src_2_num_REG[3] | 210
worst max register to register | address_REG[13] | address_REG[13] | 150
worst min register to register | reg_dst_num_REG[2] | reg_dst_num_REG[2] | 470
## state kept, by name, summed over array words and instances, names as in the netlist
name / flops
SP_value_REG: 32
reg_src_1_value_REG: 16
reg_dst_value_REG: 16
reg_src_2_num_REG: 4
reg_dst_num_REG: 4
reg_src_1_num_REG: 3
reg_src_2_value_REG: 16
immediate_REG: 16
control_sinals_REG: 21
address_REG: 16
## power breakdown
group	leakage (nW)	internal, mW	switching (mW)
clock	0.309	4.35	2.32
sequential	1.23	6.15	0.184
combinational	3.32	1.51	0.698
total	4.86	12.0	3.20
## Yosys cell counts
cell type | instances | area share
dfxtp_1 | 144 | 0.45
buf_8 | 7 | 0.016
mux2i_1 | 144 | 0.22
buf_2 | 8 | 0.0062
buf_4 | 8 | 0.0093
nand2_1 | 8 | 0.0047
buf_6 | 2 | 0.0035
and2_1 | 144 | 0.14
nor2b_1 | 136 | 0.13
clkbuf_1 | 13 | 0.0076
clkbuf_2 | 10 | 0.0078
## what timing repair did
item                       4_1_cts  5_1_grt
hold buffers                     0        0
setup endpoints to repair      144      144
cloned                           0        0
setup buffers                    4        3
gates resized                  650       71
## per-stage QoR
step                      setup TNS (ps)  instances  hold slack, ps  instance area, µm²  total power, mW
after floorplan                        0        624             327                6440             7.28
after global placement            -65720       1122             448                9690             8.54
after detailed placement          -68210       1122             455                9690             8.57
after CTS                         -27830       1158             207                9990             15.2
after global routing              -30530       1161             220               10300             15.9
final                             -24950       1161             212               10300             15.2
## cell type report
class | count | area [µm²] | share of cell area
Tap cell | 211 | 264 | 0.0257
Timing Repair Buffer | 342 | 2840 | 0.276
Sequential cell | 144 | 3060 | 0.298
Multi-Input combinational cell | 432 | 3490 | 0.339
Clock inverter | 11 | 160 | 0.0156
Clock buffer | 21 | 470 | 0.0457
Power figures rest on the tool's default switching activity, not on a simulated workload.
